[config.mk]
export PLATFORM = sky130hd
export DESIGN_NAME = alu_hilevel
export DESIGN_NICKNAME = alu_hilevel
export VERILOG_FILES = /design/flow/design.v
export SDC_FILE = /design/flow/constraint.sdc
export NUM_CORES = 4
export LEC_CHECK = 1
export CORE_UTILIZATION = 40
export SYNTH_HDL_FRONTEND = slang
[constraint.sdc]
current_design alu_hilevel

set clk_period 268.6
set clk_io_pct 0.2

create_clock -name clk0 -period $clk_period

set non_clock_inputs [all_inputs -no_clocks]
set_input_delay [expr $clk_period * $clk_io_pct] -clock clk0 $non_clock_inputs
set_output_delay [expr $clk_period * $clk_io_pct] -clock clk0 [all_outputs]
[design.v]
`timescale 1ns/1ps
module alu_hilevel #(parameter WIDTH = 32) (
    input logic [WIDTH-1:0] a, b,
    input logic [1:0] instr,
    input logic [1:0] alusel,
    output logic [WIDTH-1:0] y,
    output logic zero, carry);
	logic [WIDTH*2-1:0] temp;
	always_comb begin
	    case ({alusel, instr})
	    	4'h0: begin y = $signed(a)+$signed(b); carry=0; end
	    	4'h1: begin y = $signed(a)-$signed(b); carry=0; end
	    	4'h2: {carry, y} = $signed(a)+$signed(b);
	    	4'h3: {carry, y} = $signed(a)-$signed(b);
	    	4'h4: begin temp = $signed(a)*$signed(b); y = temp[0+:WIDTH]; carry=0;  end
	    	4'h5: begin y = $signed(a)%$signed(b); carry=0; end
	    	4'h6: begin temp = $signed(a)*$signed(b); y = temp[WIDTH+:WIDTH]; carry=0; end
	    	4'h7: begin y = $signed(a)/$signed(b); carry=0; end
	    	4'h8: begin y = a & b; carry=0; end
	    	4'h9: begin y = a | b; carry=0; end
	    	4'ha: begin y = ~(a|b); carry=0; end
	    	4'hb: begin y = a^b; carry=0; end
	    	4'hc: begin y = a << b[$clog2(WIDTH)-1:0]; carry=0; end
	    	4'hd: begin y = a >> b[$clog2(WIDTH)-1:0]; carry=0; end
	    	4'he: begin y = $signed(a) >>> b[$clog2(WIDTH)-1:0]; carry=0; end
	    	4'hf: begin temp = {a, a}; y=temp[b[$clog2(WIDTH)-1:0]+:WIDTH]; carry=0; end
	    	default: begin y = 'z; carry='z; end 
	   	endcase
	   	zero = ~| y;
	end        
endmodule
[run.sh]
#!/bin/bash
# OpenROAD 26Q1-2900-gdf79404cd8, Yosys 0.63+post, stock flow scripts
make -C /OpenROAD-flow-scripts/flow DESIGN_CONFIG=/design/flow/config.mk WORK_HOME=/design/flow/orfs finish
==> impl_metrics.yaml <==
# synthesis and place-and-route metrics
cts:
  hold_buffers: 0
  ctsResizeCount: 0
  postCtsSetupBuffers: 0
power:
  intPower_uw: 1022
  p_leak_uw: 0.04092
  power_switching_share: 0.6634
  switchingPower_uw: 2015
  vdd_drop_max_mv: 0.1718
  power_density_nw_per_um2: 34.97
layout:
  drive_above_1_share: 0.07109
  design_area_sq_um: 86860
  seqCellArea_sq_um: 0
  post-route-util: 0.4302
  fillCellCount: 20406
  logic_area_sq_um: 74560
  area.growth.synth_to_final_pct: 6.927
  clock_buffer_count: 0
  design.seq.count: 0
detailed_routing:
  final_antenna_net_count: 0
  first_pass_iters: 7
  viasPerCell: 6.318
  drt-total-wl_mm: 465.0
  wire_per_inst_microns: 33.80
  drc: 0
  vias: 86924
  drtIter0Drc: 9163
synthesis:
  ys_cells: 11052
  synth.avg_cell_area_sq_um: 7.350
  ys_sh_adder: 0.3978
  xor_share: 0.06253
  ys_area_sq_um: 81230
  yosysUniqueCellTypes: 118
  ys_sh_mux: 0.02478
  netlist_instances: 11052
  yosys.stat.seqShare: 0
  yosys.area.top_type_share: 0.2676
  synth_area_sq_um: 81230
  synthAoiAreaFrac: 0.2173
  ys_sh_simple: 0.2117
  area_leaders: "fa_1, ha_1, nand2_1, inv_1, nor2_1"
  logic_family: "adder cells"
  yosys.area.top_type: "fa_1"
  yosysWarnings: 0
worst_setup_path:
  end_kind: "output pin"
  crit_arrival_ns: 154.87
  worst-path-buf-inv: 29
  path_class: "input port to output pin"
  path_depth: 331
  cp-start-kind: "input port"
  crit_top_cell: "ha_1"
  required_ns: 214.88
  cp_top_family: "AND-OR/OR-AND gates"
  cpPeakStageDelay_ns: 1.39
  slowest_stage: "o41ai_2"
  critical_path.max_fanout: 40
worst_hold_path:
  hold_path_depth: 6
  holdCritPathClass: "input port to output pin"
job:
  warnings: 99
  drv_cap: 1
global_routing:
  grt_pass1_wl_mm: 650.2
  grtUsageTotal: 0.4675
  grt_max_degree: 51
  grt_pass1_vias: 85120
  grt-ovfl-total: 0
  grt_antenna_before_repair: 48
sta:
  setup_ws_ns: 60.01
  min_period_ns: 208.59
  hold_violations: 0
  fmax_mhz: 4.794
  fin_crit_sh: 0.7766
  relSlewSlack: -0.02225
  tightest_slew_ns: 1.517
  whs_ns: 108.99
  fin_tns_setup_ns: 0
  setup_viol: 0
  slew_violations: 5
  rsz0062_at_grt: "no"
place:
  dp_slack_ns: 63.87
  dpl_cell_area_sq_um: 86790
  io_buffers: 102
  hpwlAfterDp_mm: 377.9
  gp_congestion: 1.146
floorplan:
  core.rowCount: 165
  die_w_microns: 452.6
  design.core.area_sq_um: 201900
  initial_core_util: 0.4023
  die_h_microns: 452.6
  chipArea_sq_um: 204900
  io_pins: 102
run_status:
  status: "finished, violations left"
  violations: "capacitance limit, slew limit"
-- cells in the final DEF (no fill, tap or decap), types with 228 or more instances in the layout --
cell / count
a21oi_1: 749
buf_4: 430
fa_1: 1085
ha_1: 845
inv_1: 1273
nand2_1: 1550
nand3_1: 233
nor2_1: 1105
nor3_1: 228
o21ai_0: 509
xnor2_1: 391
-- routing by layer --
| layer | up-vias | global-route usage | part of all wire |
|---|---|---|---|
| met3 | 1208 | 0.2169 | 0.14 |
| li1 | 37826 | - | - |
| met4 | 47 | 0.2648 | 0.072 |
| met1 | 42239 | 0.6133 | 0.39 |
| met5 | - | 0.01842 | 0.0017 |
| met2 | 5604 | 0.6362 | 0.40 |
-- metrics by stage --
stage | power (uW) | cells
final | 3037 | 13758
after global routing | 3247 | 13738
after CTS | 2912 | 13729
after detailed placement | 2887 | 13729
after global placement | 2900 | 13729
after floorplan | 1689 | 11052
-- cell usage after synthesis, drive strengths merged, types with 93 or more instances --
master / n
nand2: 1552
inv: 1287
nor2: 1110
fa: 1086
ha: 845
a21oi: 751
o21ai: 528
xnor2: 410
clkbuf: 332
nor3: 238
nand3: 237
buf: 190
a21o: 188
xor2: 170
o21a: 133
a211oi: 103
o211ai: 103
mux2i: 102
a31oi: 98
or3: 98
nand4: 93
-- cell type report --
cell class | instances | share of cell area
well taps | 2672 | 0.03849
repair buffers | 527 | 0.04529
diodes | 29 | 0.0008355
inverters | 1319 | 0.05704
multi-input cells | 9211 | 0.8583
-- logic make-up after synthesis --
group           count (synthesis)
simple gates                 3840
fa+ha+maj                    1931
xor+xnor                      580
compound gates               2677
mux                           183
buf+inv                      1841
-- path summary, 6_finish.rpt --
path | start | end | slack (ns)
setup / recovery | b[7] | zero | 60.01
hold / removal | a[9] | y[9] | 108.99
Power is estimated from default activity; no workload was simulated.

<file path="flow/run.sh">
#!/bin/bash
# OpenROAD 26Q1-2900-gdf79404cd8, Yosys 0.63+post, stock flow scripts
make -C /OpenROAD-flow-scripts/flow DESIGN_CONFIG=/design/flow/config.mk WORK_HOME=/design/flow/orfs finish
</file>
<file path="flow/config.mk">
export PLATFORM = sky130hd
export DESIGN_NAME = alu
export DESIGN_NICKNAME = alu
export VERILOG_FILES = /design/flow/design.v
export SDC_FILE = /design/flow/constraint.sdc
export NUM_CORES = 4
export LEC_CHECK = 1
export CORE_UTILIZATION = 30
</file>
<file path="flow/constraint.sdc">
current_design alu

set clk_period 330.9
set clk_io_pct 0.2

create_clock -name clk0 -period $clk_period

set non_clock_inputs [all_inputs -no_clocks]
set_input_delay [expr $clk_period * $clk_io_pct] -clock clk0 $non_clock_inputs
set_output_delay [expr $clk_period * $clk_io_pct] -clock clk0 [all_outputs]
</file>
<file path="flow/design.v">
`timescale 1ns/1ps
module alu #(parameter WIDTH = 32) (
    input logic [WIDTH-1:0] a, b,
    input logic [1:0] instr,
    input logic [1:0] alusel,
    output logic [WIDTH-1:0] y,
    output logic zero, carry);
	wire [WIDTH-1:0] shout, logout, arout, mulout;
	wire cout;
	assign carry = ((alusel == 0) && cout);
	addsub #(WIDTH)  ar1(a, b, instr, arout, cout);
	muldiv #(WIDTH)  md1(a, b, instr, mulout);
	logic_op #(WIDTH)  log1(instr, a, b, logout);
	sh_wrapper #(WIDTH)  sw1(a, b, instr, shout);
	always_comb begin
	    case (alusel)
	    	2'b00: y = arout;
	    	2'b01: y = mulout;
	    	2'b10: y = logout;
	    	2'b11: y = shout;  
	    	default: y = 'z;
	   	endcase
	   	zero = ~| y;
	end        
endmodule
module addsub #(parameter WIDTH = 32) (input logic [WIDTH-1:0] a, b, input logic [1:0] f, output logic [WIDTH-1:0] y, output logic ovf);
	wire inv_b;
	wire [WIDTH-1:0] b_alu;
	wire cout;
	assign inv_b = f[0];
	assign b_alu = b ^ {WIDTH{inv_b}};
	assign ovf = f[1] & ((b_alu[WIDTH-1] ^ a[WIDTH-1]) ^ cout);
	adder #(WIDTH) aluadder(a, b_alu, inv_b, y, cout);
endmodule
module adder #(parameter WIDTH = 32) (input logic [WIDTH-1:0] a, b, input logic cin, output logic [WIDTH-1:0] y, output logic cout);
	var logic [WIDTH+1:0] temp;
	always_comb begin
		temp = {a, cin} + {b, cin};
		{cout, y} = temp[WIDTH+1:1];
	end
endmodule
module logic_op #(parameter WIDTH = 32) (input logic [1:0] f, input logic [WIDTH-1:0] a, b, output logic [WIDTH-1:0] y);
	always_comb begin 
		case(f)
			2'h0: y = a & b;
			2'h1: y = a | b;
			2'h2: y = ~(a | b); 
			2'h3: y = a ^ b;
			default: y = 'z;
		endcase
	end
endmodule
module sh_wrapper #(parameter WIDTH = 32) (input logic [WIDTH-1:0] a, shamt, input logic [1:0] f, output logic [WIDTH-1:0] result);
	logic [2:0] opsel;
	localparam sel_width = $clog2(WIDTH);
	always_comb begin 
		case (f)
			2'h0: opsel = 3'b000;
			2'h1: opsel = 3'b010;
			2'h2: opsel = 3'b110;
			2'h3: opsel = 3'b011;
			default: opsel = 'z;
		endcase
	end
	barrel_shifter #(WIDTH) bs(a, opsel, shamt[sel_width-1:0], result);
endmodule
module muldiv #(parameter WIDTH = 32) (input logic [WIDTH-1:0] a, b, input logic [1:0] f, output logic [WIDTH-1:0] y);
	wire [WIDTH*2-1:0] mulout, divout;
	wire [WIDTH*2-1:0] result;
	mul #(WIDTH) mul1 (a, b, mulout);
	div #(WIDTH) div1(a, b, divout);
	assign result = (f[0]) ? divout : mulout;
	assign y = (f[1]) ? result[WIDTH+:WIDTH] : result[0+:WIDTH];
endmodule
module mul #(parameter WIDTH = 32) (input logic [WIDTH-1:0] a, b, output logic [WIDTH*2-1:0] y);
	assign y = $signed(a) * $signed(b);
endmodule
module div #(parameter WIDTH = 32) (input logic [WIDTH-1:0] a, b, output logic [WIDTH*2-1:0] y);
	assign y[0+:WIDTH] = $signed(a) % $signed(b);
	assign y[WIDTH+:WIDTH] = $signed(a) / $signed(b);
endmodule
`timescale 1ns/1ps
module barrel_shifter (data_in, bs_opsel, shift_amount, result);
parameter REGS_WIDTH = 32;
localparam addr_width = $clog2(REGS_WIDTH);
typedef struct packed
{
  logic arith;
  logic leftright;
  logic logicrot;
} opcode_t;
input wire [REGS_WIDTH-1:0] data_in;
input opcode_t bs_opsel;
input wire [addr_width-1:0] shift_amount;
output logic [REGS_WIDTH-1:0] result;
wire sign;
assign sign = data_in[REGS_WIDTH-1] & bs_opsel.arith;
wire [REGS_WIDTH*2-1:0] left;
wire [REGS_WIDTH*2:0] right;
assign left = {data_in, data_in} << shift_amount;
assign right = $signed({sign, data_in, data_in}) >>> shift_amount;
always_comb begin
	casez(bs_opsel)
		3'b?00: result = left[0+:REGS_WIDTH]; 
		3'b010: result = right[REGS_WIDTH+:REGS_WIDTH];  
		3'b11?: result = right[REGS_WIDTH+:REGS_WIDTH];  
		3'b011: result = right[0+:REGS_WIDTH];  
		3'b?01: result = left[REGS_WIDTH+:REGS_WIDTH];  
	endcase
end
endmodule
</file>
==> metrics.yaml <==
outcome: "did not finish"
stop_stage: "synthesis"
error: "ERROR: Found 3 problems in 'check -assert'."
seq_area_frac_synth_pct: 0
ys_chip_area_um2: 75500
ys_warn_count: 11
yosys.cell_types.count: 123
synth.top_cells.by_count: "nand2_1 (1,441), inv_1 (1,373), fa_1 (1,083), nor2_1 (891), ha_1 (815)"
yosys-dominant-comb-family: "adder cells"
top_cell_area_share_pct: 28.7
yosys.cell_count.top_type: "nand2_1"
synthMuxAreaShare_pct: 1.35
topCellsByArea: "fa_1 (29%), ha_1 (13%), nand2_1 (7.2%)"
synth_simple_gate_area_share_pct: 20.4
yosysTopAreaCell: "fa_1"
ys_sh_aoi_pct: 19.7
fa_ha_area_share_pct: 42.2
ys_sh_xor_pct: 7.01
synth_stat.cells: 10100
[cells by family after synthesis]
group           count (synthesis)
compound gates               2263
xor+xnor                      602
fa+ha+maj                    1898
buf+inv                      1845
mux                            92
simple gates                 3418

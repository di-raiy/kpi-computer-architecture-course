==> ./design.v <==
`timescale 1ns/1ps
module mux2dimto1(in, sel, out);
parameter 	WIDTH=32,
				INPUTS=32;
localparam sel_width=$clog2(INPUTS);
input wire [WIDTH-1:0][INPUTS-1:0] in;
input wire [sel_width-1:0] sel;
output wire [WIDTH-1:0] out;
assign out=in[sel];
endmodule
`timescale 1ns/1ps
module regfile  (clk, we, arstn, ra, rb, waddr, wdata, rd1, rd2);
parameter 	REGS_NUM = 32,
			REGS_WIDTH = 32;
localparam addr_width = $clog2(REGS_NUM);
input wire clk;
input wire we;
input wire arstn;
input wire [addr_width-1:0] ra, rb, waddr;
input wire [REGS_WIDTH-1:0] wdata;
output wire [REGS_WIDTH-1:0] rd1, rd2;
reg [REGS_WIDTH-1:1][REGS_NUM-1:0] regs; 
wire [REGS_WIDTH-1:0][REGS_NUM-1:0] state;
always_ff @ (posedge clk or negedge arstn) begin
	if(!arstn)regs <= '0;
	else if (we && waddr) regs[waddr] <= wdata;
	else regs <= regs;
end
assign state[31:1] = regs[31:1];
assign state[0] = 32'h0;
mux2dimto1 #(32,32) mux1 (.in(state),.out(rd1),.sel(ra));
mux2dimto1 #(32,32) mux2 (.in(state),.out(rd2),.sel(rb));
endmodule
==> ./run.sh <==
#!/bin/bash
# OpenROAD 26Q1-2900-gdf79404cd8, Yosys 0.63+post, stock flow scripts
make -C /OpenROAD-flow-scripts/flow DESIGN_CONFIG=/design/flow/config.mk WORK_HOME=/design/flow/orfs finish
==> ./config.mk <==
export PLATFORM = sky130hd
export DESIGN_NAME = regfile
export DESIGN_NICKNAME = regfile
export VERILOG_FILES = /design/flow/design.v
export SDC_FILE = /design/flow/constraint.sdc
export NUM_CORES = 4
export LEC_CHECK = 1
export CORE_UTILIZATION = 50
==> ./constraint.sdc <==
current_design regfile

set clk_period 13.1
set clk_io_pct 0.2

create_clock -name clk0 -period $clk_period [get_ports {clk}]

set non_clock_inputs [all_inputs -no_clocks]
set_input_delay [expr $clk_period * $clk_io_pct] -clock clk0 $non_clock_inputs
set_output_delay [expr $clk_period * $clk_io_pct] -clock clk0 [all_outputs]
==> Changelog: implementation <==
### Changed

- Outcome: finished, final reports clean
- RR Endpoint: regs[986]
- Crit-path cells: buf_8 > buf_4 > buf_4 > mux4_2 > mux4_2 > mux2_2 > clkdlybuf4s50_1
- Met3 usage: 0.187
- Total gr overflow: 0
- Biggest registers after layout: regs: 992 flops
- CP arrival: approximately 6500 ps
- Standard-cell rows: 119
- Reg2Reg Launch Point: regs[986]
- Routability cong.: around 0.84
- Ys cells: between 3k and 4k
- Pin count of the biggest net entering global routing: around 130
- Clock buffer depth: 3
- Synth top cell by count: mux2_2
- Top_reg_cell synth: dfrtp_1
- Max-cap violations: 0
- Die Width: about 330 µm
- Slowest cell on crit path: buf_4
- Crit path depth: 7
- Largest area contributor in the netlist: dfrtp_1
- Vias per cell: ~6.6
- Post-synth EDFFs: 0
- Period utilisation layout: 0.693
- Syn_area_per_cell: roughly 17 µm²
- Clock Skews: 0 ps
- Dpl cells: about 4.5k
- Die area: 0.107 mm²
- Detailed placement HPWL: just under 90000 µm
- Initial DRC count: approximately 1.6k
- Log Warnings: 32
- Met1 Use GR: 0.465
- Port bufs: ~110
- Setup Total Neg Slack: 0 ps
- Initial antenna violation count: 1
- GRT Total Usage: 0.329
- Worst path top cell family by delay: buffers and inverters
- Max-area cell share: 0.468
- Vias in the first global route: around 34k
- Slew @ Worst Pin: ~1100 ps
- P per Cell Area: roughly 170 mW/mm²
- Leakage power: around 0.027 µW
- Core area: 0.105 mm²
- Boundary Pins: ~110
- Min-delay src: regs[5]
- Worst Hold Endpoint: regs[5]
- Clock insertion delay at the later pin of the skew report: 690 ps
- Tmin final: slightly above 9000 ps
- Pre-Place Util: 0.504
- Cell depth of the worst min-delay path: 1
- CTS resizes: 0
- Bufs and invs on worst path: 4
- Max VDD drop: 0.000120 V
- Most flops, register: regs
- Final setup violation count: 0
- Die Y: 328 µm
- CTS buffer count: 111
- DRC violations left: 0
- Drt total wl: approximately 160000 µm
- Clock root buffer master: clkbuf_16
- Final Core Density: 0.567
- CTS tree: done
- GR peak layer: met2
- Unique cell types: 36
- H-tree Lvls: 3
- Ys async rst share: 1.00
- Slowest stage delay, CP: 670 ps
- First drt pass iteration count: 8
- Clock slew at reported path FFs: ~60 ps
- Met2 GRT Util: 0.473
- CP max FO: roughly 53
- HP Class: reg2reg
- Synth Instances: 3214
- CTS Sinks: 992
- Register area share after synthesis: 0.468
- YS chip area: between 0.05 and 0.06 mm²
- Worst Path Required: 10480 ps
- Antenna Nets Post-Route: 0
- Setup Fix Bufs, Post-CTS: 0
- Post-Synthesis Cell Area: approximately 0.053 mm²
- Fin. Hold Viols: 0
- Fmax: approximately 110 MHz
- Crit end category: primary output
- Yosys reg bits: about 990
- Vias: between 30k and 40k
- DR WL/cell: ~34 µm
- FF-to-FF path depth: 1
- Fin. max-slew vios: 0
- YS warnings: 1
- Worst reg-to-reg setup slack: about 12000 ps
- Non-Filler Instances: about 4.7k
- Max reg flops: around 990
- RSZ-0062 raised after global routing: false
- First-pass GRT wire length: between 200000 and 250000 µm
- Synth cell count leaders: 1094 x mux2_2, 992 x dfrtp_1, 576 x mux4_2
- Post-synth area hogs: dfrtp_1 47%, mux4_2 24%, mux2_2 23%
- Area Growth Syn to Fin: 12.5%
- Layout cells sized above 1: 0.613
- CTS Hold Bufs: 0
- Crit path launch type: input pin
- Crit Path Class: in2out
- Rel. slew slack: 0.294
==> power by group <==
group / internal (µW) / total (µW) / switching [µW]
clock: 1920 / 3200 / 1280
combinational: 1530 / 2310 / 782
sequential: 3840 / 4360 / 521
==> cells by family after synthesis <==
group | share of synthesized area
buffers and inverters | 0.0274
XOR/XNOR | 0.00130
AND-OR/OR-AND | 0.0111
multiplexers | 0.482
flip-flops | 0.468
adder cells (fa/ha/maj) | 0.00212
AND/OR/NAND/NOR | 0.00816
==> through the flow <==
stage	power (µW)	setup WS, ps	hold slack [ps]	area, µm²
after floorplan	5940	5520	471	53100
after global placement	6590	3980	487	55900
after detailed placement	6710	3970	500	55900
after CTS	9950	3970	515	59700
after global routing	10300	3720	527	59700
final	9870	4030	511	59700
==> worst max-delay path by stage <==
stage                 startpoint  endpoint  slack [ps]
after global routing       ra[0]   rd1[27]        3720
after CTS                  ra[0]   rd1[27]        3970
final                      ra[0]   rd1[27]        4030
==> layer usage <==
metal	part of all wire	up-vias	routed length, µm
li1	-	12700	-
met1	0.37	16700	59200
met2	0.47	1432	73900
met3	0.13	288	20400
met4	0.029	4	4600
met5	0.00058	-	91
==> cell usage in the layout (no fill, tap or decap), types with 4 or more instances in the layout <==
cell type and instances:
nor3_1 11, bufinv_16 9, clkinv_2 21, buf_4 121, buf_8 5, mux2_2 1094, clkbuf_1 27, mux2_1 26
nand2_1 8, mux4_2 576, a22o_1 63, clkbuf_8 31, nand4_1 6, buf_12 4, inv_6 4, dfrtp_1 992
clkdlybuf4s50_1 102, ha_1 9, nor2_1 6, clkbuf_16 112, inv_1 5, nand3_4 28
==> area by class of cell <==
type,count,area (µm²)
fill,7839,45600
multi-input combinational,1860,27200
sequential,992,24800
clock buffer,170,3330
timing repair buffer,236,2120
tap,1391,1740
clock inverter,37,442
inverter,5,18.8
antenna,2,5.00
No activity file was given, so power comes from the tool's default toggle rates.
